`design/flow/design.v`:
```
 module twoportbram
    #(
        parameter                           RAM_WIDTH = 24,
        parameter                           RAM_ADDR_BITS = 16,
        parameter                           RAM_WORDS = 16'd512
    ) (
    input logic                             clk,
    input logic 			    reset,
    input logic [RAM_ADDR_BITS - 1:0]       ra, wa,
    input logic                             write, read,
    input logic [RAM_WIDTH - 1:0]           data_in,
    output logic [RAM_WIDTH - 1:0]          data_out
    );
    logic [RAM_WIDTH - 1:0] mem [RAM_WORDS - 1:0];
    always_ff @(posedge clk) begin
        if (write) mem[wa] <= data_in;
        data_out <= mem[ra];
    end
endmodule
```
`design/flow/run.sh`:
```
#!/bin/bash
# OpenROAD 26Q1-2900-gdf79404cd8, Yosys 0.63+post, stock flow scripts
make -C /OpenROAD-flow-scripts/flow DESIGN_CONFIG=/design/flow/config.mk WORK_HOME=/design/flow/orfs finish
```
`design/flow/config.mk`:
```
export PLATFORM = sky130hd
export DESIGN_NAME = twoportbram
export DESIGN_NICKNAME = twoportbram
export VERILOG_FILES = /design/flow/design.v
export SDC_FILE = /design/flow/constraint.sdc
export NUM_CORES = 4
export LEC_CHECK = 1
export CORE_UTILIZATION = 40
export SYNTH_MEMORY_MAX_BITS = 65536
```
`design/flow/constraint.sdc`:
```
current_design twoportbram

set clk_period 59.3
set clk_io_pct 0.2

create_clock -name clk0 -period $clk_period [get_ports {clk}]

set non_clock_inputs [all_inputs -no_clocks]
set_input_delay [expr $clk_period * $clk_io_pct] -clock clk0 $non_clock_inputs
set_output_delay [expr $clk_period * $clk_io_pct] -clock clk0 [all_outputs]
```
==> flow_summary.ini <==
; flow metrics
[status]
outcome = finished, final reports clean

[logic_synthesis]
synth_warnings = 1
synth.area.top_cells = edfxtp_1 (77%), mux4_2 (9.4%), mux2i_1 (4.8%)
top_cell_area_share = 0.7731
ys_seq_share = 0.7741
synth_flops = 12312
postSynthCellCount = 22797
ff_type = edfxtp_1
synthArstFlopShare = 0
syn_area_per_cell_um2 = 20.94
syn_area_mm2 = 0.4773
largest_area_cell = edfxtp_1
yosysUniqueCellTypes = 95
ys_chip_area_mm2 = 0.4773
edf_count = 12288
yosys-stat-cells = 22797

[detailed_routing]
num_vias = 240711
drt_iter0_drc = 15917
routedWlPerCell_um = 35.12
drt_wl_total_mm = 1447
first_pass_iters = 5
met1Wirelength_mm = 402.9
met3WireLength_mm = 329.6
highest_layer = met5
wl_met2_mm = 635.8
avgViaCountPerCell = 5.843
drc = 0
ant_nets = 0

[sta]
hold_violations = 0
setup_tns_ns = 0
fmax_mhz = 45.53
setup_viol = 0
slew_headroom = 0.03027
fin_crit_sh = 0.3704
fin_crit_ns = 21.96
fin_worst_skew_ns = 0.06751
final_max_slew_viol_count = 0
rsz0062_at_grt = false
tightest_slew_ns = 1.418

[finish]
syn_to_final_growth_pct = 13.19
most-common-layout-cells = edfxtp_1 (12.29k), mux2i_1 (2310), mux4_2 (1993), buf_4 (1506), clkbuf_16 (1241)
n_fill_cell = 96474
layout.cells.most_common = edfxtp_1
layout-drive-gt1-share = 0.2331
combGateArea_mm2 = 0.1003
seq_area_mm2 = 0.3695

[die]
die_h_mm = 1.094
die-area_mm2 = 1.198
core_area_mm2 = 1.188
num_rows = 400
fp.dieW_mm = 1.094
fp_util = 0.4019
ios = 84

[global_route]
grt_overflow_total = 0
grt_start_max_net_pins = 153
antenna_found_initial = 120
grt_pass1_wl_mm = 1997
grt_pass1_vias = 259680
grt_usage = 0.2646

[pwr]
power.density_mw_per_mm2 = 33.14
leakage_uw = 0.1713
ir_drop_v = 0.00002226
power_uw = 17900

[place]
io_buffers = 67
hpwlAfterDp_mm = 868.0
gp_congestion = 0.9101

[cts]
clkSinkCount = 12312
cts_made_buffers = 1203
ctsHoldBuffers = 0
cts-resized-gates = 0
clk_pin_slew_ns = 0.06
root_buffer = clkbuf_16
cts_buffer_depth = 5
htree_num_levels = 7
cts_tree = built
clk_latency_ns = 1.17
postCtsSetupBuffers = 0

[min_path]
worstHoldStart = mem[260][5]
whs_endpoint = data_out[5]
min_path_type = reg -> reg
holdPathStages = 6

[worst_setup_path]
reg2reg_depth = 7
arrival_ns = 23.04
worst-setup-path-type = in -> reg
end_kind = flip-flop
r2r-start = mem[225][4]
critPathRequiredTime_ns = 60.38
rr_endpoint = data_out[4]
r2r_slack_ns = 54.68
cp-start-kind = primary input
path_max_fanout = 72

[run]
max-cap-violations = 0
warnings = 67
-- metrics by stage --
stage | worst slack, ns | utilization | std cells | hold WS, ns | cell area, um2
final | 37.34 | 0.4549 | 41194 | 1.124 | 540300
after global routing | 36.57 | 0.4548 | 41136 | 1.202 | 540100
after CTS | 37.38 | 0.4545 | 41027 | 1.131 | 539800
after detailed placement | 36.19 | 0.4231 | 38891 | 1.120 | 502500
after global placement | 36.27 | 0.4231 | 38891 | 1.106 | 502500
after floorplan | 45.18 | - | 22797 | 0.8601 | 477300
-- cells in the mapped netlist, drive strengths merged, types with 16 or more instances --
cell type / n
edfxtp: 12288
mux2i: 2310
mux4: 2030
buf: 899
o221ai: 796
nor2: 784
o22ai: 581
a21oi: 562
clkbuf: 491
nand2: 369
o21ai: 310
nor3: 236
a31oi: 127
nand3: 114
a22oi: 101
a211oi: 79
nor4: 79
nand4: 56
mux2: 52
o21a: 48
a2111oi: 45
and2: 45
and3: 34
o22a: 29
dfxtp: 24
o211ai: 24
a21o: 20
a211o: 19
a22o: 17
o21bai: 17
or4: 16
-- final cells by class --
class	count	share of cell area
clock inverter	614	0.009548
inverter	3	0.00005790
multi-input combinational	9090	0.1856
sequential	12312	0.6839
tap	15879	0.03677
clock buffer	1522	0.05956
timing repair buffer	1607	0.02382
antenna	167	0.0007735
-- report_power, final --
part	internal (uW)	switching (uW)	leakage, uW
Combinational	282	655	0.0425
Sequential	9580	9.57	0.111
Clock	4170	3200	0.0182
-- how the worst max path moves through the flow --
stage | cells past startpoint | to | startpoint
4_1_cts | 21 | data_out[7] | ra[0]
5_1_grt | 21 | data_out[7] | ra[0]
6_report | 21 | data_out[7] | ra[0]
-- cell families (layout without fill, tap and decap cells) --
kind of cell / count (synthesis) / after routing / synth area share
DFF: 12312 / 12312 / 0.7741
muxes: 4392 / 4392 / 0.1457
AOI/OAI and AO/OA: 2889 / 2889 / 0.04202
and+or+nand+nor: 1809 / 1809 / 0.01714
buffers and inverters: 1395 / 3746 / 0.02100
other: 0 / 167 / 0
-- routing by layer --
metal | global-route usage | vias up
li1 | - | 99158
met1 | 0.2674 | 120288
met2 | 0.3602 | 18199
met3 | 0.2669 | 2853
met4 | 0.09901 | 213
met5 | 0.04233 | -
-- registers in the layout, summed over array words and instances (netlist names) --
signal and count:
mem 12288, data_out 24
-- worst max-delay path, cell delays in order --
cell       delay (ns)
buf_16           0.33
buf_4            0.63
buf_4            0.78
buf_12           0.49
buf_4            0.64
buf_4            0.68
buf_4            0.66
buf_4            0.60
buf_4            0.62
buf_4            0.68
buf_4            0.65
buf_4            0.70
mux2i_1          0.16
o221ai_1         0.25
a21oi_1          0.07
o21ai_0          0.76
buf_4            0.29
nand4_1          0.62
and4b_1          0.70
a2111oi_2        0.31
buf_4            0.19
Power and IR drop assume default switching activity.
